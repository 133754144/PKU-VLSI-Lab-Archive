### run.sh
#!/bin/bash
# OpenROAD 26Q1-2900-gdf79404cd8, Yosys 0.63+post, stock flow scripts
make -C /OpenROAD-flow-scripts/flow DESIGN_CONFIG=/design/flow/config.mk WORK_HOME=/design/flow/orfs finish
### design.v
`timescale 1ns/1ns
module alu (in1, in2, sel, out1);
  input  [7:0] in1, in2;
  input  [2:0] sel;
  output reg [7:0] out1;
  wire [7:0] out_and;
  wire [7:0] out_or;
  wire [7:0] out_xor;
  wire [7:0] out_xnor;
  and_cell  u_and  (.in1(in1), .in2(in2), .out1(out_and));
  or_cell   u_or   (.in1(in1), .in2(in2), .out1(out_or));
  xor_cell  u_xor  (.in1(in1), .in2(in2), .out1(out_xor));
  xnor_cell u_xnor (.in1(in1), .in2(in2), .out1(out_xnor));
  wire [7:0] out_add = in1 + in2;
  wire [7:0] out_sub = in1 - in2;
  wire [2:0] shamt   = in2[2:0];
  wire [7:0] out_sll = in1 << shamt;
  wire [7:0] out_srl = in1 >> shamt;
  always @(*) begin
    case (sel)
      3'b000: out1 = out_and;    
      3'b001: out1 = out_or;     
      3'b010: out1 = out_xor;    
      3'b011: out1 = out_xnor;   
      3'b100: out1 = out_add;    
      3'b101: out1 = out_sub;    
      3'b110: out1 = out_sll;    
      3'b111: out1 = out_srl;    
      default: out1 = 8'h00;
    endcase
  end
endmodule
module and_cell (in1,in2,out1);
  input  [7:0] in1,in2;
  output [7:0] out1;
  assign out1 = in1 & in2;
endmodule
module or_cell (in1,in2,out1);
  input  [7:0] in1,in2;
  output [7:0] out1;
  assign out1 = in1 | in2;
endmodule
module xor_cell (in1,in2,out1);
  input  [7:0] in1,in2;
  output [7:0] out1;
  assign out1 = in1 ^ in2;
endmodule
module xnor_cell (in1,in2,out1);
  input  [7:0] in1,in2;
  output [7:0] out1;
  assign out1 = ~(in1 ^ in2);
endmodule
`timescale 1ns/1ns
`celldefine
module register_1 (clk ,reset ,d ,q);
	input clk,reset;
	input  [7 : 0] d;
	output reg [7 : 0] q;
	always @ (posedge(clk) or negedge(reset))
	begin
	if (!reset)
		q <= 0;
	else
		q <= d;
	end
endmodule
`endcelldefine
`celldefine
module register_2 (clk ,reset ,d ,q);
	input clk,reset;
	input  [1 : 0] d;
	output reg [1 : 0] q;
	always @ (posedge(clk) or negedge(reset))
	begin
	if (!reset)
		q <= 0;
	else
		q <= d;
	end
endmodule
`endcelldefine
`celldefine
module register_3 (clk, reset, d, q);   
    input clk, reset;
    input [2:0] d;
    output reg [2:0] q;
    always @ (posedge clk or negedge reset) begin
        if (!reset)
            q <= 0; 
        else
            q <= d; 
    end
endmodule
`endcelldefine
`timescale 1ns/1ns
module rtl_top (clk,reset,in1,in2,sel,out1);
	input clk, reset;
	input [7:0] in1, in2;
	input [2:0] sel;
	output [7:0] out1;
	wire [7:0] in1_del,in2_del,out_alu;
	wire [2:0] sel_del;
	register_1 in1_reg (.clk (clk),
	.reset (reset),
	.d (in1),
	.q (in1_del)); 
	register_1 in2_reg (.clk (clk),
	.reset (reset),
	.d (in2),
	.q (in2_del));
	register_3 sel_reg (.clk (clk),
	.reset (reset),
	.d (sel),
	.q (sel_del));
	alu alu_inst (.in1(in1_del),
	.in2(in2_del),
	.sel(sel_del),
	.out1(out_alu));
	register_1 out1_reg (.clk (clk),
	.reset (reset),
	.d (out_alu),
	.q (out1));
endmodule
### constraint.sdc
current_design rtl_top

set clk_period 3.4
set clk_io_pct 0.2

create_clock -name clk0 -period $clk_period [get_ports {clk}]

set non_clock_inputs [all_inputs -no_clocks]
set_input_delay [expr $clk_period * $clk_io_pct] -clock clk0 $non_clock_inputs
set_output_delay [expr $clk_period * $clk_io_pct] -clock clk0 [all_outputs]
### config.mk
export PLATFORM = sky130hd
export DESIGN_NAME = rtl_top
export DESIGN_NICKNAME = rtl_top
export VERILOG_FILES = /design/flow/design.v
export SDC_FILE = /design/flow/constraint.sdc
export NUM_CORES = 4
export LEC_CHECK = 1
export CORE_AREA = 10 10 112 112
export DIE_AREA = 0 0 122 122
==> impl_metrics.json <==
{
  "r2r-end": "out1_reg.q[6]",
  "place_hpwl_mm": 4.21,
  "detailroute.wirelength.met2_mm": 2.42,
  "mean_instance_size_in_the_synthesized_netlist_sq_um": 9.77,
  "gp_congestion": 0.987,
  "number_of_warnings_the_tools_reported": 35,
  "synth-simple-area-share_pct": 11.0,
  "fmax_mhz": 346,
  "ys_sh_aoi_pct": 19.7,
  "grt_pass1_wl_mm": 9.03,
  "cp_data_arrival_time_ps": 3080,
  "post_synth_inst_count": 227,
  "yosys.stat.seqShare_pct": 30.5,
  "p_total_uw": 829,
  "cp_max_fo": 17,
  "critical_path_start_end_classification": "reg2reg",
  "port-buffer-count": 28,
  "groute.usage.overall_pct": 7.40,
  "met3WireLength_um": 308,
  "clk_path_buf_depth": 2,
  "max-vdd-ir-drop_uv": 144,
  "top_cell_area_share_pct": 30.5,
  "fp_util_pct": 21.7,
  "critical_path.endpoint_type": "register",
  "layout-drive-gt1-share_pct": 7.97,
  "min_period_over_period_pct": 85.0,
  "vias": 1801,
  "asyncSetResetFlopFracSynth_pct": 100,
  "crit_path_cell_trace": "inv_2, ha_1, nor2_1, xnor2_1, ha_1, nor2b_1, o21a_1, o211a_1, o21a_1, o31ai_1",
  "worst_skew_pair.late_latency_ps": 270,
  "number_of_buffers_created_by_cts": 3,
  "first_global_vias": 1726,
  "clock_tree.htree_level_count": 1,
  "place_ws_ps": 511,
  "vias_per_cell": 4.65,
  "drt_first_iter_violations": 152,
  "routed_length_on_met1_mm": 2.51,
  "rows": 37,
  "setup_ws_ps": 509,
  "highest-signal-layer": "met4",
  "synth.largest_area_cell": "dfrtp_1",
  "chipArea_sq_mm": 0.0149,
  "crit_path_start_kind": "register",
  "synthAdderAreaFrac_pct": 15.0,
  "grt_antenna_before_repair": 0,
  "cellLeakagePower_nw": 1.14,
  "cap_viol_max_count": 0,
  "pwr_density_cell_mw_per_mm2": 311,
  "critPathSlowestCell": "dfrtp_1",
  "grt.overflow.total": 0,
  "timing.hold.worst.class": "reg2reg",
  "tightestPinTransition_ps": 678,
  "drt_first_pass_iters": 4,
  "io_pins": 29,
  "muxShareOfSynthArea_pct": 11.5,
  "ctsRootBufferMaster": "clkbuf_8",
  "reg2reg_from": "in2_reg.q[1]",
  "drt.antenna.violating_nets": 0,
  "antenna_cells": 0,
  "grt_max_degree": 28,
  "synth_cell_types": 50,
  "worst-r2r-cell-count": 10,
  "core_region_area_sq_mm": 0.0102,
  "synth.ff_latch_count": 27,
  "die_width_um": 122,
  "enable_flop_cells": 0,
  "timing.max_slew.rel_slack_pct": 54.8,
  "lay_top_cells": "clkdlybuf4s50_1 (28), dfrtp_1 (27), ha_1 (25)",
  "warning_count_from_the_yosys_run": 3,
  "critical-path-max-stage-delay_ps": 790,
  "setup-tns-final_ps": 0,
  "final_layout_top_logic_cell": "clkdlybuf4s50_1",
  "clkSinkCount": 27,
  "drt_drc_violations_left": 0,
  "worst_hold_slack_ps": 741,
  "cts_resized": 0,
  "holdPathStages": 2,
  "drv_slew": 0,
  "die_y_um": 122,
  "post_cts.repair.setup_buffers": 0,
  "worstPathRequired_ps": 3590,
  "result_of_the_run": "completed",
  "wl_per_cell_um": 13.8,
  "ctsHoldBuffers": 0,
  "area_share_of_xor_xnor_cells_in_the_synthesized_design_pct": 5.53,
  "worstHoldEndpoint": "out1_reg.q[5]",
  "finalSetupViolCount": 0,
  "register_to_register_setup_slack_ps": 510,
  "ys.flop_type": "dfrtp_1",
  "holdCritStartpoint": "in2_reg.q[5]",
  "timing.final.hold_violations": 0,
  "finalCriticalPeriod_ps": 2890,
  "tritoncts": "yes",
  "register_clock_pin_slew_on_the_reported_worst_setup_and_hold_paths_ps": 100,
  "topCombFamilyByArea": "AND-OR/OR-AND gates",
  "synth.cell_area_sq_mm": 0.00222,
  "ys_cells": 227,
  "ys_area_sq_mm": 0.00222,
  "wirelength_mm": 5.33,
  "layout-area-overhead-vs-synth_pct": 20.3,
  "grt_setup_unrepaired": "false",
  "skew_ps": 9.08,
  "post_synth_main_area_contributors": "dfrtp_1 (30%), ha_1 (14%), mux4_2 (6.1%)"
}
==> per-stage QoR <==
stage | area [sq um] | utilization (%) | instances
final | 2670 | 26.1 | 387
after global routing | 2670 | 26.1 | 387
after CTS | 2670 | 26.1 | 387
after detailed placement | 2620 | 25.6 | 383
after global placement | 2620 | 25.6 | 383
after floorplan | 2220 | - | 227
==> power breakdown <==
group | switching [mW] | internal, mW | leakage, nW | total, mW
registers | 0.0334 | 0.347 | 0.318 | 0.380
clock network | 0.102 | 0.0821 | 0.0255 | 0.185
logic | 0.118 | 0.147 | 0.800 | 0.265
==> sequential cells by signal, indices dropped and copies added (netlist names) <==
signal      flops
sel_reg.q       3
in2_reg.q       8
out1_reg.q      8
in1_reg.q       8
==> synth_stat cells, types with 2 or more instances <==
cell and instances:
dfrtp_1 27, ha_1 25, inv_1 19, a21oi_1 17
nor2_1 17, o21ai_0 9, a31oi_1 7, nand2_1 7
xnor2_1 7, xor2_1 7, mux4_2 6, nand3_1 6
a21o_1 4, a22oi_1 4, buf_2 4, nand2b_1 4
nor3_1 4, o22ai_1 4, clkbuf_1 3, mux2i_1 3
mux4_1 3, nor2b_1 3, o21a_1 3, a211oi_1 2
buf_4 2, buf_6 2, nand4_1 2, o221ai_1 2
o22a_1 2, or3_1 2
==> metal layers <==
| metal | vias up | track usage [%] |
|---|---|---|
| met1 | 854 | 10.8 |
| li1 | 883 | - |
| met2 | 56 | 11.4 |
| met5 | - | 0 |
| met3 | 8 | 1.64 |
| met4 | 0 | 0.969 |
==> area by class of cell <==
cell class / count / area [sq um]
timing repair buffer: 32 / 310
multi-input combinational: 168 / 1390
clock buffer: 3 / 41.3
inverter: 20 / 75.1
clock inverter: 1 / 5.00
tap: 136 / 170
sequential: 27 / 676
fill: 1051 / 7560
==> kinds of logic (layout without fill, tap and decap cells) <==
| logic type | count (synthesis) | after routing |
|---|---|---|
| AND/OR/NAND/NOR | 50 | 50 |
| adder cells (fa/ha/maj) | 26 | 26 |
| AND-OR/OR-AND | 65 | 65 |
| flip-flops | 27 | 27 |
| XOR/XNOR | 14 | 14 |
| buffers and inverters | 32 | 56 |
| multiplexers | 13 | 13 |
==> critical path: cells and delay by family, from the launching register on <==
| kind | cells | cell delay, ps |
|---|---|---|
| simple gates | 2 | 310 |
| fa+ha+maj | 2 | 570 |
| compound gates | 4 | 780 |
| buf+inv | 1 | 220 |
| flops | 1 | 790 |
| xor+xnor | 1 | 130 |
==> how the worst max path moves through the flow <==
stage / from / to / cells after the start
CTS: in2_reg.q[1] / out1_reg.q[6] / 10
global route: in2_reg.q[1] / out1_reg.q[6] / 10
finish: in2_reg.q[1] / out1_reg.q[6] / 10
No activity file was given, so power comes from the tool's default toggle rates.
