**design/flow/config.mk**
```make
export PLATFORM = sky130hd
export DESIGN_NAME = controller
export DESIGN_NICKNAME = controller
export VERILOG_FILES = /design/flow/design.v
export SDC_FILE = /design/flow/constraint.sdc
export NUM_CORES = 4
export LEC_CHECK = 1
export CORE_AREA = 10 10 74 74
export DIE_AREA = 0 0 84 84
```
**design/flow/constraint.sdc**
```tcl
current_design controller

set clk_period 2.2
set clk_io_pct 0.2

create_clock -name clk0 -period $clk_period [get_ports {clk}]

set non_clock_inputs [all_inputs -no_clocks]
set_input_delay [expr $clk_period * $clk_io_pct] -clock clk0 $non_clock_inputs
set_output_delay [expr $clk_period * $clk_io_pct] -clock clk0 [all_outputs]
```
**design/flow/design.v**
```verilog
`timescale 1ns/1ns
module controller (
    input  wire       clk,
    input  wire       reset,     
    input  wire       start,     
    output reg        mem_CEB,   
    output reg        mem_WEB,   
    output reg  [7:0] mem_addr,  
    output reg        input_ld, 
    output reg        result_ld, 
    output wire       done      
    );
    localparam [2:0] 
        S_IDLE  = 3'b000,  
        S_EXEC1 = 3'b001, 
        S_EXEC2 = 3'b010, 
        S_WRITE = 3'b011, 
        S_READ  = 3'b100,  
        S_DONE  = 3'b101; 
    reg [2:0] state, next_state;
    reg [7:0] next_mem_addr;
    always @(posedge clk or negedge reset) begin
        if (!reset) 
            state <= S_IDLE;
        else
            state <= next_state;
    end
    always @(*) begin
        next_state = state;
        mem_CEB    = 1'b1;
        mem_WEB    = 1'b1;
        input_ld   = 1'b0;
        result_ld  = 1'b0;
        next_mem_addr = mem_addr;
        case (state) 
            S_IDLE: begin
                if (start) begin
                    input_ld   = 1'b1;    
                    next_state = S_EXEC1;
                end
            end
            S_EXEC1: begin
                next_state = S_EXEC2; 
            end
            S_EXEC2: begin
                result_ld = 1'b1; 
                next_state = S_WRITE;
            end
            S_WRITE: begin
                mem_CEB    = 1'b0; 
                mem_WEB    = 1'b0;
                next_state = S_READ; 
            end
            S_READ: begin
                mem_CEB    = 1'b0;  
                mem_WEB    = 1'b1;  
                next_state = S_DONE;
            end
            S_DONE: begin
                mem_CEB    = 1'b1;
                mem_WEB    = 1'b1;
                next_mem_addr = mem_addr + 8'd1;
                next_state = S_IDLE;
            end
            default: begin
                next_state     = S_IDLE;
                next_mem_addr  = 8'd0;
                mem_CEB        = 1'b1;
                mem_WEB        = 1'b1;
                input_ld       = 1'b0;
                result_ld      = 1'b0;
            end
        endcase
    end
    always @(posedge clk or negedge reset) begin
        if (!reset)  
            mem_addr <= 8'd0;
        else
            mem_addr <= next_mem_addr;
    end
    assign done = (state == S_DONE);
endmodule
```
**design/flow/run.sh**
```bash
#!/bin/bash
# OpenROAD 26Q1-2900-gdf79404cd8, Yosys 0.63+post, stock flow scripts
make -C /OpenROAD-flow-scripts/flow DESIGN_CONFIG=/design/flow/config.mk WORK_HOME=/design/flow/orfs finish
```
==> results.sh <==
# flow metrics
export IMPL_outcome="completed"
export IMPL_total_number_of_vias=551
export IMPL_nFillCells=436
export IMPL_grt_first_pass_wirelength_mm=2.70
export IMPL_critPathSlowestCell="sky130_fd_sc_hd__clkdlybuf4s50_1"
export IMPL_ys_sh_aoi=0.203
export IMPL_powerDensity_nw_per_um2=648
export IMPL_grt_total_usage=0.0447
export IMPL_top_level_ports=16
export IMPL_synth_area_yosys_um2=642
export IMPL_syn_inst=62
export IMPL_maxClockFrequency_ghz=0.511
export IMPL_final_setup_skew_ns=0.00609
export IMPL_netlist_logic_family_top="AND-OR/OR-AND gates"
export IMPL_place_port_buffers=15
export IMPL_crit_type="in2out"
export IMPL_placeableCoreArea_um2=3970
export IMPL_die_area_um2=7060
export IMPL_layout_area_overhead_vs_synth_pct=38.2
export IMPL_clock_latency_ns=0.24
export IMPL_ordered_list_of_cells_on_the_worst_path="clkdlybuf4s50_1 -> and2_2 -> clkdlybuf4s50_1"
export IMPL_width_of_the_die_um=84
export IMPL_cp_data_arrival_time_ns=1.52
export IMPL_vias_per_cell=4.30
export IMPL_rsz0062_at_grt="no"
export IMPL_setup_tns_ns=0
export IMPL_cts_resized=0
export IMPL_drv_cap=0
export IMPL_post_route_min_period_ns=1.96
export IMPL_setup_worst_path_start_class="input port"
export IMPL_ys_cells=62
export IMPL_worst_path_largest_cell_delay_ns=0.47
export IMPL_post_cts_buffers=0
export IMPL_gp_congestion=0.792
export IMPL_end_kind="output port"
export IMPL_mux_area_frac=0
export IMPL_routedWlPerCell_um=11.6
export IMPL_antenna_cells=0
export IMPL_yosys_warnings=1
export IMPL_final_hold_violation_count=0
export IMPL_drtAntennaViolNets=0
export IMPL_fraction_of_layout_instances_using_a_drive_strength_above_1=0.0897
export IMPL_total_power_mw=0.575
export IMPL_post_synth_and_or_nand_nor_area_fraction=0.187
export IMPL_crit_path_max_fanout=2
export IMPL_share_of_the_cycle_needed_by_the_critical_path_after_routing=0.889
export IMPL_syn_cell_area_um2=642
export IMPL_antenna_found_initial=0
export IMPL_cell_type_group_with_the_largest_total_delay_on_the_critical_path="buffers and inverters"
export IMPL_synth_area_per_cell_um2=10.4
export IMPL_detailed_place_hpwl_mm=1.14
export IMPL_critical_path_n_buffers_inverters=2
export IMPL_holdCritPathClass="reg2reg"
export IMPL_remaining_drc_errors=0
export IMPL_critical_path_top_cell_by_count="sky130_fd_sc_hd__clkdlybuf4s50_1"
export IMPL_cts_root_buf="sky130_fd_sc_hd__clkbuf_8"
export IMPL_post_synth_xor_area_fraction=0
export IMPL_critPathRequiredTime_ns=1.76
export IMPL_max_slew_margin=0.593
export IMPL_drt_iter0_markers=51
export IMPL_largest_net_degree_at_the_start_of_global_routing=15
export IMPL_synth_area_in_adders=0.0195
export IMPL_measured_slew_at_the_worst_slew_check_pin_ns=0.608
export IMPL_synth_seq_area_share=0.548
export IMPL_clock_tree_from_tritoncts="done"
export IMPL_grt_overflow=0
export IMPL_final_max_slew_violation_count=0
export IMPL_floorplan_die_height_um=84
export IMPL_clock_tree_htree_level_count=1
export IMPL_clock_sink_count=14
export IMPL_fp_utilization=0.162
export IMPL_post_synth_num_cell_types=23
export IMPL_cts_made_buffers=3
export IMPL_static_leakage_power_nw=0.332
export IMPL_stage_log_warnings=25
export IMPL_std_cell_rows=23
export IMPL_first_global_vias=564
export IMPL_vdd_drop_max_mv=0.519
export IMPL_numSynthFlops=14
export IMPL_clock_path_buffers=2
export IMPL_cts_hold_fix_buffers=0
export IMPL_timing_final_setup_violations=0
export IMPL_first_pass_iters=4
export IMPL_drt_total_wl_mm=1.49
export IMPL_path_clk_slew_ns=0.05
-- cells in the mapped netlist (all sizes together) --
cell,instances,area share
a31o,1,0.014
and2,1,0.012
and3,1,0.0098
clkbuf,3,0.019
dfrtp,13,0.51
dfstp,1,0.041
ha,1,0.019
inv,4,0.023
nand2,3,0.018
nand2b,1,0.0098
nand3,5,0.039
nand3b,2,0.023
nand4,1,0.0098
nor2,1,0.0058
o211ai,3,0.035
o21ai,11,0.086
o221ai,1,0.014
o311ai,4,0.055
or2,1,0.0098
or3,1,0.0098
or4,3,0.041
-- final timing paths --
path | start | end | slack, ns | cells past startpoint
max in group asynchronous | reset | mem_addr[0] | 1.22 | 1
hold / removal | state[3] | state[2] | 0.38 | 0
hold reg to reg | state[3] | state[2] | 0.38 | 0
setup / recovery | start | input_ld | 0.24 | 3
min in group asynchronous | reset | mem_addr[1] | 0.58 | 1
setup reg to reg | state[1] | mem_addr[7] | 0.39 | 3
-- cells by family (layout without fill, tap and decap cells) --
kind of cell | after synthesis | after routing
adders and majority gates | 1 | 1
and+or+nand+nor | 20 | 20
DFF | 14 | 14
buffers and inverters | 7 | 23
AOI/OAI and AO/OA | 20 | 20
-- final cells by class --
class | instances | area (µm²) | area share
inverters | 4 | 15.0 | 0.0169
repair buffers | 15 | 150 | 0.169
clock buffers | 4 | 45.0 | 0.0508
flip-flops and latches | 14 | 352 | 0.396
well taps | 50 | 62.6 | 0.0705
multi-input cells | 41 | 263 | 0.296
-- cell usage in the layout (no fill, tap or decap), types with 2 or more instances in the layout --
cell type                         synthesis  routed
sky130_fd_sc_hd__o211ai_1                 3       3
sky130_fd_sc_hd__or4_1                    2       2
sky130_fd_sc_hd__o311ai_1                 4       4
sky130_fd_sc_hd__nand3b_1                 2       2
sky130_fd_sc_hd__nand2_1                  3       3
sky130_fd_sc_hd__nand3_1                  5       5
sky130_fd_sc_hd__clkbuf_8                 0       3
sky130_fd_sc_hd__inv_1                    4       4
sky130_fd_sc_hd__o21ai_0                 11      11
sky130_fd_sc_hd__dfrtp_1                 13      13
sky130_fd_sc_hd__clkdlybuf4s50_1          0      15
-- flip-flops by register name, indices dropped and copies added, names as in the netlist --
| register | cells |
|---|---|
| mem_addr | 8 |
| state | 6 |
-- metrics by stage --
step           cells  setup slack, ns   util  instance area [µm²]  hold slack [ns]
2_1_floorplan     62            0.515      -                  642            0.144
3_3_place_gp     124            0.255  0.212                  842            0.364
3_5_place_dp     124            0.248  0.212                  842            0.371
4_1_cts          128            0.231  0.223                  887            0.383
5_1_grt          128            0.193  0.223                  887            0.390
6_report         128            0.243  0.223                  887            0.382
-- report_power, final --
group / internal (mW) / switching [mW]
sequential: 0.273 / 0.0186
combinational: 0.0374 / 0.0345
clock: 0.128 / 0.0837
total: 0.438 / 0.137
-- per-layer routing --
layer  GRT usage  share of wire  wire (µm)
met1      0.0586           0.46        684
met2      0.0655           0.44        653
met3      0.0256          0.097        144
met4     0.00152         0.0034          5
met5           0              0          0
